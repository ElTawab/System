[/design/flow/run.sh]
#!/bin/bash
# OpenROAD 26Q1-2900-gdf79404cd8, Yosys 0.63+post, stock flow scripts
make -C /OpenROAD-flow-scripts/flow DESIGN_CONFIG=/design/flow/config.mk WORK_HOME=/design/flow/orfs finish
[/design/flow/design.v]
module uart_rx_fsm 
  (
  input wire CLK,
  input wire RST,
  input wire S_DATA,
  input wire parity_enable,
  input wire [5:0] prescale,
  input wire [3:0] edge_count,
  input wire [3:0] bit_count,
  input wire par_err,
  input wire stp_err,
  output reg edge_bit_en,
  output reg data_samp_en,
  output reg stp_chk_en,
  output reg par_chk_en,
  output reg Enable_par,
  output reg data_valid
  );
localparam Idle='d0,
data='d1,
par='d2,
stp='d3; 
reg [1:0] current_state;
reg[1:0] next_state;
reg edge_bit_en_c;
reg data_sample_en_c;
reg stp_chk_en_c;
reg par_chk_en_c;
reg data_valid_c;
always@(posedge CLK or negedge RST)
begin
  if(!RST)
    begin
      current_state<=Idle;
      edge_bit_en <= 0;
      data_samp_en <= 0;
      stp_chk_en <= 0;
      par_chk_en <= 0;
      data_valid <= 0;
    end
  else 
    begin
      current_state<=next_state;
      data_samp_en <= data_sample_en_c;
      edge_bit_en<= edge_bit_en_c;
      data_valid <= data_valid_c;
    end
  end
  always @(*)
  begin
  case (current_state)
  Idle:begin
  if(S_DATA==0 & !stp_err & !par_err)
    next_state=data;
  else
    next_state=Idle;
end  
data:begin
  if(bit_count=='d10)
    begin
      if(parity_enable)
        next_state=par;
      else
       next_state=stp; 
    end
end
par:begin
  next_state=stp;
end
stp:begin
  next_state=Idle;
end
endcase
  end
  always @(*)
  begin
  case (current_state)
  Idle:begin
    edge_bit_en_c='b0;
    data_sample_en_c='b0;
    stp_chk_en='b0;
    par_chk_en='b0;
    data_valid_c='b0;
  if(S_DATA==0)
    begin
  edge_bit_en_c='b1;
  data_sample_en_c='b1;
  par_chk_en='b0;
end    
end  
data:begin
  edge_bit_en_c='b1;
    data_sample_en_c='b1;
    stp_chk_en='b0;
    par_chk_en='b0;
    data_valid_c='b0;
      if(parity_enable)
        begin
        stp_chk_en='b0;
        if(bit_count>'d0 & bit_count < 'd9 & edge_count == 'd1)
        par_chk_en='b1;
      else
        par_chk_en='b0;
      end
      else
        begin
        if(bit_count=='d10)
       stp_chk_en='b1; 
     else
       stp_chk_en='b0;
       end 
end
par:begin
  edge_bit_en_c='b1;
    data_sample_en_c='b1;
    stp_chk_en='b1;
    par_chk_en='b0;
    data_valid_c='b0;
end
stp:begin
  edge_bit_en='b0;
    data_sample_en_c='b0;
    stp_chk_en='b1;
    par_chk_en='b0;
    if (parity_enable)
      begin
    if(!par_err & !stp_err)
    data_valid_c='b1;
  end
  else
    begin
    if(!stp_err)
    data_valid_c='b1;
  end
end
endcase
  end
  always @(posedge CLK)
  begin
    if(bit_count=='d10)
      Enable_par='b1;
    else
      Enable_par='b0;
  end
endmodule
module data_sampling # ( parameter PRESCALE_WIDTH = 5 )(
  input wire CLK,
  input wire RST,
  input wire S_DATA,
  input wire Enable,
  input wire [PRESCALE_WIDTH-1:0] prescale ,
  input wire parity_enable,
  input wire [3:0] edge_count,
  input wire [3:0] bit_count,
  output reg  parity_bit,
  output reg stop_bit,
  output reg [7:0] P_DATA
  );
reg [7:0] temp;
reg [1:0] one_counter;
always @ (posedge CLK or negedge RST)
begin
if(!RST) 
begin
P_DATA <= 'd0;
parity_bit <= 'b0;
stop_bit <= 'b0;
one_counter <= 'b0;
end
else
begin
if(Enable)
  begin
    if (edge_count=='d1)
      one_counter<='d0;
    if(edge_count==((prescale/2)-1) | edge_count==(prescale/2) | edge_count==((prescale/2)+1))
      begin
        if(S_DATA == 'b1)
          one_counter <= one_counter+'b1;
         if(one_counter == 'd2 | one_counter=='d3)
           begin
           if(bit_count<'d9)
         temp[bit_count-1]<='b1;
       end
       else
         if(bit_count<'d9)
       temp[bit_count-1]<='b0;
      end
  end
end 
end
always@ (posedge CLK)
begin
  if(parity_enable)
    begin
      if(bit_count=='d9 & edge_count==(prescale/2))
    parity_bit <= S_DATA;
    if(bit_count == 'd10)
      stop_bit <= S_DATA;
  end
  else
    begin
      if(bit_count=='d9 & edge_count==(prescale/2))
        stop_bit <= S_DATA;
      end
end
always @ (posedge CLK)
begin
  if(bit_count=='d8 && Enable)
    P_DATA <= temp;
end
endmodule
module edge_bit_counter # ( parameter PRESCALE_WIDTH = 5 )
(
  input wire CLK,
  input wire RST,
  input wire Enable,
  input wire [PRESCALE_WIDTH-1:0]   prescale,
  input wire parity_enable,
  output reg [3:0] bit_count,
  output reg [3:0] edge_count
  );
  always @ (posedge CLK or negedge RST)
  begin
    if(!RST)
      begin
        bit_count <= 'd0;
        edge_count <= 'd0;
      end
    else
      begin
        if(Enable)
          begin
        if(edge_count == prescale)
          begin
            edge_count<='d1;
            bit_count<=bit_count+'d1;
          end
        else
        edge_count<=edge_count+'d1;
        if(bit_count == 'd10)
          begin
            bit_count<='d0;
            edge_count <='d0;
          end
        end
        else
          begin
          bit_count<='d0;
          edge_count<='d1;
        end
      end
  end
endmodule
module par_chk(
  input wire CLK,
  input wire RST,
  input wire parity_type,
  input wire S_DATA,
  input wire Enable,
  input wire parity_bit,
  input wire Enable_par,
  output reg par_err
  );
  reg par;
  always @ (posedge CLK or negedge RST)
  begin
    if(!RST)
      begin
      par_err<='b0;
      par<='b0;
    end
    else
      begin
        if(Enable)
          begin
      if(parity_type=='b0)
        par <= par ^ S_DATA;
      else
        par <= par ~^ S_DATA;
       end
       if(Enable_par)
        begin
          if(parity_bit == par)
            par_err='b0;
          else
            par_err='b1;
        end
      end
    end
endmodule
module stp_chk(
  input wire CLK,
  input wire RST,
  input wire Enable,
  input wire stop_bit,
  output reg stp_err
  );
always @(posedge CLK or negedge RST)
begin
  if(!RST)
    stp_err=0;
  else
    begin
      if(Enable)
        begin
          if(stop_bit)
            stp_err='b0;
            else
              stp_err='b1;
          end
      end
end
endmodule
module UART # ( parameter DATA_WIDTH = 8 , PRESCALE_WIDTH = 5 )
(
 input   wire                          RST,
 input   wire                          TX_CLK,
 input   wire                          RX_CLK,
 input   wire                          RX_IN_S,
 output  wire   [DATA_WIDTH-1:0]       RX_OUT_P, 
 output  wire                          RX_OUT_V,
 input   wire   [DATA_WIDTH-1:0]       TX_IN_P, 
 input   wire                          TX_IN_V, 
 output  wire                          TX_OUT_S,
 output  wire                          TX_OUT_V,  
 input   wire   [PRESCALE_WIDTH-1:0]   Prescale,
 input   wire                          parity_enable,
 input   wire                          parity_type
);
UART_TX  U0_UART_TX (
.CLK(TX_CLK),
.RST(RST),
.P_DATA(TX_IN_P),
.Data_Valid(TX_IN_V),
.parity_enable(parity_enable),
.parity_type(parity_type), 
.TX_OUT(TX_OUT_S),
.busy(TX_OUT_V)
);
UART_RX U0_UART_RX (
.CLK(RX_CLK),
.RST(RST),
.RX_IN(RX_IN_S),
.Prescale(Prescale),
.parity_enable(parity_enable),
.parity_type(parity_type),
.P_DATA(RX_OUT_P), 
.data_valid(RX_OUT_V)
);
endmodule
module UART_RX # ( parameter DATA_WIDTH = 8 , PRESCALE_WIDTH = 5 )
(
 input   wire                          CLK,
 input   wire                          RST,
 input   wire                          RX_IN,
 input   wire   [PRESCALE_WIDTH-1:0]   Prescale,
 input   wire                          parity_enable,
 input   wire                          parity_type,
 output  wire   [DATA_WIDTH-1:0]       P_DATA, 
 output  wire                          data_valid,
 output wire                   par_err,
output wire                   stp_err
);
wire   [3:0]           bit_count ;
wire   [3:0]           edge_count ;
wire                    Enable_par;
wire                   edge_bit_en;  
wire                   par_chk_en; 
wire                   stp_chk_en; 
wire                   parity_bit;
wire                   stop_bit;
wire                   dat_samp_en;
uart_rx_fsm U0_uart_fsm (
.CLK(CLK),
.RST(RST),
.S_DATA(RX_IN),
.bit_count(bit_count),
.edge_count(edge_count),
.prescale(Prescale),
.parity_enable(parity_enable),
.Enable_par(Enable_par), 
.par_err(par_err),
.stp_err(stp_err), 
.edge_bit_en(edge_bit_en), 
.par_chk_en(par_chk_en), 
.stp_chk_en(stp_chk_en),
.data_samp_en(dat_samp_en),
.data_valid(data_valid)
);
edge_bit_counter U0_edge_bit_counter (
.CLK(CLK),
.RST(RST),
.Enable(edge_bit_en),
.prescale(Prescale),
.bit_count(bit_count),
.parity_enable(parity_enable),
.edge_count(edge_count) 
); 
data_sampling U0_data_sampling (
.CLK(CLK),
.RST(RST),
.S_DATA(RX_IN),
.parity_enable(parity_enable),
.prescale(Prescale),
.Enable(dat_samp_en),
.bit_count(bit_count),
.edge_count(edge_count),
.parity_bit(parity_bit),
.stop_bit(stop_bit),
.P_DATA(P_DATA)
);
par_chk U0_par_chk (
.CLK(CLK),
.RST(RST),
.parity_type(parity_type),
.S_DATA(RX_IN),
.Enable(par_chk_en), 
.parity_bit(parity_bit),
.Enable_par(Enable_par), 
.par_err(par_err)
);
stp_chk U0_stp_chk (
.CLK(CLK),
.RST(RST),
.Enable(stp_chk_en),
.stop_bit(stop_bit), 
.stp_err(stp_err)
);
endmodule
module UART_TX 
#(parameter
start_bit = 0 ,
stop_bit = 1
)
(input wire CLK ,
input wire RST ,
input wire Data_Valid ,
input wire [7:0] P_DATA ,
input wire parity_enable,
input wire parity_type,
output wire TX_OUT ,
output wire busy
);
wire S_DATA;
wire [1:0] mux_sel;
wire par_bit;
wire ser_done;
wire ser_en;
Serializer U0_serializer (
.IN_serializer(P_DATA),
.CLK(CLK),
.RST(RST),
.EN(ser_en),
.OUT_serializer(S_DATA),
.ser_done(ser_done)
);
Parity_calc  U0_Parity(
.CLK(CLK),
.DATA(P_DATA),
.PAR_Typ(parity_type),
.RST(RST),
.DATA_VALID(Data_Valid),
.OUT(par_bit)
);
MUX #( .start_bit(start_bit) , .stop_bit(stop_bit)) U0_MUX(
.SEL(mux_sel),
.CLK(CLK),
.RST(RST),
.PAR(par_bit),
.S_DATA(S_DATA),
.TX_OUT(TX_OUT)
);
FSM  U0_FSM(
.CLK(CLK),
.RST(RST),
.PAR_EN(parity_enable),
.ser_done(ser_done),
.DATA_VALID(Data_Valid),
.ser_en(ser_en),
.busy(busy),
.mux_sel(mux_sel)
);
endmodule
module FSM #(parameter Idle=2'b00 ,transm=2'b01 , par=2'b10, stop=2'b11) (
  input wire RST,
  input wire DATA_VALID,
  input wire ser_done,
  input wire CLK,
  input wire PAR_EN,
  output reg ser_en,
  output reg busy,
  output reg [1:0] mux_sel
  );
  reg [1:0] current_state;
  reg [1:0] next_state;
  reg busy_c;
always @ (posedge CLK or negedge  RST)
begin
  if (!RST)
    begin
      current_state <= Idle;
      busy <='b0;
      mux_sel <='d1;
      ser_en<='d1;
    end
    else
      begin
        current_state <= next_state;
     end
   end
   always @ (*)
   begin
    case (current_state)
          Idle:begin
            if(DATA_VALID )
              next_state=transm;
              else
                next_state=Idle;
            end
          transm:begin
            if(ser_done)
              if(PAR_EN)
              next_state=par;
              else
                next_state=stop;
                else
                next_state=transm;
            end
            par: begin
              next_state=stop;
              end
              stop: begin
                      if(DATA_VALID)
                        begin
                          next_state = transm;
                        end
                      else
                        begin
                         next_state = Idle ;
                        end
                  end 
            endcase
   end
always @ (*)
begin
        case (current_state)
          Idle:begin
            if(DATA_VALID)
              begin
              busy_c='b1;
              mux_sel='d0;
              ser_en='b1;
            end
              else
                begin
              busy_c='b0;
              mux_sel='d1;
              ser_en='b0;
            end
            end
          transm:begin
            if(ser_done)
              begin
              if(PAR_EN)
                begin
              busy_c='b1;
              mux_sel='d3;
              ser_en='b0;
            end
              else
                begin
                busy_c='b1;
              mux_sel='d1;
              ser_en='b0;
            end
          end
                else
                  begin
                busy_c='b1;
              mux_sel='d2;
              ser_en='b1;
            end
            end
            par: begin
              busy_c='b1;
              mux_sel='d1;
              ser_en='b0;
              end
              stop:  begin
                     if(DATA_VALID)
                       begin
                     mux_sel = 2'b00 ;
                     busy_c = 1'b1 ;
                     ser_en = 1'b1 ;
                       end
                     else
                       begin
                     mux_sel = 2'b01 ;
                     busy_c = 1'b0 ;
                     ser_en = 1'b0 ;
                       end
                    end 
            endcase
        end
always @ (posedge CLK or negedge RST)
 begin
  if(!RST)
   begin
    busy <= 1'b0 ;
   end
  else
   begin
    busy <= busy_c ;
   end
 end
endmodule
module MUX #(parameter start_bit=0 , stop_bit=1) (
  input wire RST,
  input wire CLK,
  input wire [1:0] SEL,
  input wire PAR,
  input wire S_DATA,
  output reg TX_OUT
  );
always @ (posedge CLK or negedge RST)
begin
  if(!RST)
    TX_OUT<='b1;
  else
    begin
  case (SEL)
    'b00:TX_OUT<=start_bit;
    'b01:TX_OUT<=stop_bit;
    'b10:TX_OUT<=S_DATA;
    'b11:TX_OUT<=PAR;
  endcase
  end
end
endmodule
module Parity_calc (
  input wire DATA_VALID,
  input wire CLK,
  input wire [7:0] DATA,
  input wire PAR_Typ,
  input wire RST,
  output reg OUT
  );
  always @ (posedge CLK or negedge RST)
  begin
    if(!RST)
      OUT<='b0;
    else
      begin
       if(DATA_VALID)
      if(!PAR_Typ)
        begin
          OUT <= ^DATA;
        end
      else
        OUT <= ~^DATA;
      end
  end
endmodule
module Serializer (
  input wire [7:0] IN_serializer,
  input wire CLK,
  input wire RST,
  input wire EN,
  output reg OUT_serializer,
  output reg ser_done
  );
  reg [3:0] counter;
  always @ (posedge CLK or negedge RST)
  begin
    if(!RST)
      begin
       OUT_serializer='b1;
       ser_done='b0;
       counter='d0;
      end
    else
      begin
       if(EN)
      begin
    if(counter!=8)
      begin
        ser_done <= 'b0;
        case (counter)
        'd0:OUT_serializer<=IN_serializer[0];
        'd1:OUT_serializer<=IN_serializer[1];
        'd2:OUT_serializer<=IN_serializer[2];
        'd3:OUT_serializer<=IN_serializer[3];
        'd4:OUT_serializer<=IN_serializer[4];
        'd5:OUT_serializer<=IN_serializer[5];
        'd6:OUT_serializer<=IN_serializer[6];
        'd7:OUT_serializer<=IN_serializer[7];
      endcase
      counter<=counter+1;
      end
    else
      begin
        counter<='d0;
        ser_done<='b1;
        OUT_serializer<='b1;
      end
    end
  else
    begin
    ser_done <='b0;
    OUT_serializer<= 1;
  end
end
  end
endmodule
[/design/flow/config.mk]
export PLATFORM = sky130hd
export DESIGN_NAME = UART
export DESIGN_NICKNAME = UART
export VERILOG_FILES = /design/flow/design.v
export SDC_FILE = /design/flow/constraint.sdc
export NUM_CORES = 4
export LEC_CHECK = 1
export CORE_AREA = 10 10 70 70
export DIE_AREA = 0 0 80 80
[/design/flow/constraint.sdc]
current_design UART

set clk_period 1.0
set clk_io_pct 0.2

create_clock -name clk0 -period $clk_period [get_ports {RX_CLK}]
create_clock -name clk1 -period $clk_period [get_ports {TX_CLK}]

set non_clock_inputs [all_inputs -no_clocks]
set_input_delay [expr $clk_period * $clk_io_pct] -clock clk0 $non_clock_inputs
set_output_delay [expr $clk_period * $clk_io_pct] -clock clk0 [all_outputs]
==> reports/metrics.yaml <==
status: "completed"
syn_to_final_growth_pct: 30.4
drt-pass1-iter-count: 2
syn_avg_cell_area_um2: 10.4
drive_above_1_share: 0.129
power_uw: 353
cts_setup_buffers: 0
cts_tree: "done"
cts_hold_buf: 0
seq_power_share: 0.348
fillCellCount: 399
logic_area_um2: 97.6
timing.max_cap.violations: 0
initial_core_util: 0.0758
topCellsByArea: "buf_4 (29%), dfrtp_1 (29%), ha_1 (14%)"
cp_top_family: "flip-flops"
postRouteAntennaNets: 0
dp_hpwl_um: 370
vias: 133
vdd_drop_max_mv: 0.153
ys.flops: 5
drc: 0
ys_sh_simple: 0.0290
die_y_um: 80
untimed_endpoints: 4
yosysTopAreaCellShare: 0.290
tns_ps: 0
ys_sh_adder: 0.145
synth_cells: 25
reg2reg_depth: 1
cp-startpoint: "U0_UART_RX.U0_uart_fsm.data_valid"
avgViaCountPerCell: 1.73
clkTransAtPathRegs_ps: 40
crit_buf_inv: 1
power_frac_clock: 0.602
die_x_um: 80
chip_area_mm2: 0.00640
crit_slowest_cell: "dfrtp_1"
grt_overflow: 0
yosysCellCount: 25
slew_violations: 0
endpoint: "RX_OUT_V"
p_sw_uw: 69.4
cts_resized: 2
synth_warnings: 44
synth_cell_type_count: 8
yosysChipArea_um2: 259
p_int_uw: 284
grt_pass1_wl_um: 627
seq_area_um2: 105
rr_startpoint: "U0_UART_RX.U0_uart_fsm.current_state[0]"
crit_arrival_ps: 750
crit_path_end_kind: "output port"
cts-buffers-inserted: 3
htreeDepth: 1
r2r_setup_slack_ps: 240
worstHoldPathType: "in -> async"
grt_use_total: 0.0120
port-buffer-count: 4
placementRows: 21
ys_sh_xor: 0
boundaryPins: 31
clockBufferDepth: 2
tool_warnings: 44
rr_endpoint: "U0_UART_RX.U0_uart_fsm.data_valid"
core_area_mm2: 0.00342
rsz0062_at_grt: "no"
finClkSkew_ps: 0.336
wl_um: 421
grt_pass1_vias: 147
power_leakage_uw: 0.000157
cp.depth: 1
unclocked_pins: 2
utilization: 0.0989
crit_required_ps: 800
synth_area_leader_cell: "buf_4"
hold_violations: 0
p_comb_frac: 0.049
diodes: 0
wl_per_cell_um: 5.47
drtIter0Drc: 1
synth_area_um2: 259
p_per_area_mw_per_mm2: 1050
antenna_found_initial: 0
ys_sh_aoi: 0.0580
cts_root_buf: "clkbuf_4"
synth.logic.top_family: "buffers and inverters"
place.gp.congestion: 0.568
critical_path.max_stage_delay_ps: 350
path_cells: "clkdlybuf4s15_1"
p_sw_frac: 0.196
cp-start-kind: "flip-flop"
path_max_fanout: 1
ys_sh_mux: 0
path_class: "reg -> out"
setup_viol: 0
grt_start_max_net_pins: 6
mostFrequentLayoutCell: "conb_1"
cell families after synthesis:
kind of cell	after synthesis
latches	2
buf+inv	13
other cells	2
fa+ha+maj	3
flops	3
simple gates	1
compound gates	1
power by group through the flow:
stage     Combinational, µW  Clock (µW)  Sequential, µW
4_1_cts                19.4         228             123
5_1_grt                21.1         238             123
6_report               17.4         213             123
per-layer routing:
layer | GRT usage | vias to the layer above | wire (µm)
met5 | 0 | - | 0
li1 | - | 66 | -
met4 | 0.00352 | 0 | 0
met3 | 0.00909 | 0 | 34
met1 | 0.0126 | 59 | 162
met2 | 0.0185 | 8 | 224
state kept, by name (all words and copies together) (netlist names):
name / flops
U0_UART_RX.U0_uart_fsm.current_state: 2
U0_UART_RX.U0_uart_fsm.data_valid: 1
U0_UART_RX.U0_uart_fsm.next_state: 2
through the flow:
step                      hold slack [ps]  worst slack, ps  std cells  instance area, µm²
final                                 150             49.9         77                 338
after global routing                  152             12.9         77                 338
after CTS                             145             23.8         77                 338
after detailed placement              399             27.0         73                 312
after global placement                395             26.2         73                 312
after floorplan                     -95.6              283         33                 289
synth_stat cells (all sizes together):
master and n:
inv 3, ha 3, conb 2, dlxtn 2, dfrtp 3, buf 10
o221ai 1, nand3b 1
cell type report:
| cell class | count | area share |
|---|---|---|
| Timing Repair Buffer | 4 | 0.119 |
| Inverter | 3 | 0.0333 |
| Sequential cell | 5 | 0.311 |
| Tap cell | 46 | 0.170 |
| Multi-Input combinational cell | 15 | 0.289 |
| Clock buffer | 4 | 0.0778 |
how the worst min path moves through the flow:
stage	from	end	slack [ps]	cells past startpoint
after CTS	RST	U0_UART_RX.U0_uart_fsm.current_state[1]	140	1
after global routing	RST	U0_UART_RX.U0_uart_fsm.current_state[1]	150	1
final	RST	U0_UART_RX.U0_uart_fsm.current_state[1]	150	1
No activity file was given, so power comes from the tool's default toggle rates.
