--- design/flow/run.sh ---
#!/bin/bash
# OpenROAD 26Q1-2900-gdf79404cd8, Yosys 0.63+post, stock flow scripts
make -C /OpenROAD-flow-scripts/flow DESIGN_CONFIG=/design/flow/config.mk WORK_HOME=/design/flow/orfs finish
--- design/flow/config.mk ---
export PLATFORM = sky130hd
export DESIGN_NAME = CLK_DIV
export DESIGN_NICKNAME = CLK_DIV
export VERILOG_FILES = /design/flow/design.v
export SDC_FILE = /design/flow/constraint.sdc
export NUM_CORES = 4
export LEC_CHECK = 1
export CORE_AREA = 10 10 70 70
export DIE_AREA = 0 0 80 80
--- design/flow/constraint.sdc ---
current_design CLK_DIV

set clk_period 2.4
set clk_io_pct 0.2

create_clock -name clk0 -period $clk_period [get_ports {i_ref_clk}]

set non_clock_inputs [all_inputs -no_clocks]
set_input_delay [expr $clk_period * $clk_io_pct] -clock clk0 $non_clock_inputs
set_output_delay [expr $clk_period * $clk_io_pct] -clock clk0 [all_outputs]
--- design/flow/design.v ---
module CLK_DIV #( 
 parameter RATIO_WD = 4 
)
  (
  input wire i_ref_clk,
  input wire i_rst_n,
  input wire i_clk_en,
  input wire [RATIO_WD-1:0] i_div_ratio,
  output wire o_div_clk
  );
  reg [RATIO_WD-1:0] counter;
  reg even_c ;
  reg div_clk;
  wire [RATIO_WD-1:0] h_count; 
  always @(posedge i_ref_clk or negedge i_rst_n)
  begin
    if(!i_rst_n)
      begin
        div_clk <= 1'b0;
        counter <= 1'b0;
      end
    else
     begin
      if(counter== 'd0)
        begin
        div_clk<=1;
        counter <= counter +1'b1;
      end
      else if(counter ==h_count)
        begin
       div_clk <= ~div_clk;
       counter <= counter +'d1;
     end
   else if(counter == i_div_ratio)
     begin
      div_clk <= ~div_clk;
      counter <= 'd1; 
     end
   else
     counter <= counter +1'b1;
     end
  end
 assign o_div_clk = i_clk_en ? div_clk : i_ref_clk;
 assign h_count = (i_div_ratio >> 1);
 endmodule
==> impl_metrics.tcl <==
# yosys + openroad results
set metrics [dict create \
    common_cells "5 x dfrtp_1, 5 x xnor2_1, 4 x xor2_1, 3 x nor2_1" \
    clk_pin_slew_ns 0.04 \
    area_growth_pct 46.2 \
    async_flop_share_pct 100 \
    initCoreUtil_pct 10.5 \
    io-pin-count 8 \
    io_buffer_count 7 \
    synth_seq_share_pct 35.0 \
    grt_max_degree 7 \
    yosys-stat-cells 33 \
    drtPass1Iterations 2 \
    slew_headroom_pct 73.4 \
    ys_chip_area_um2 358 \
    warnings 28 \
    wirelength_um 738 \
    gp_congestion 0.735 \
    synth.avg_cell_area_um2 10.8 \
    cp.required_ns 1.92 \
    synth_flop_count 5 \
    report.final.slew_viol_count 0 \
    viasPerCell 2.97 \
    synth_top_area_share_pct 35.0 \
    post-route-drc-count 0 \
    antenna_cells 0 \
    setup_viol 0 \
    cp_max_fo 2 \
    dieArea_um2 6400 \
    core_area_um2 3420 \
    synth_area_leader_cell "dfrtp_1" \
    post-dp-hpwl_um 572 \
    dieHeight_um 80 \
    cp-end-kind "output pin" \
    grt_pass1_wl_um 1450 \
    worstSetupStartpointType "clock port" \
    ant_nets 0 \
    ir_worst_vdd_mv 0.160 \
    worstPathArrival_ns 1.85 \
    clk_latency_ns 0.34 \
    via_count 273 \
    edf_count 0 \
    status "completed" \
    avgRoutedWirePerCell_um 8.02 \
    synth.cell_area_um2 358 \
    regToRegEndpoint "div_clk$_DFFE_PN0P_" \
    hp-class "in2async" \
    first_iter_violations 13 \
    setup.worst_path.class "clk2out" \
    grt.total_usage_pct 2.83 \
    synth_cell_types 18 \
    dieWidth_um 80 \
    worstReg2RegStart "counter[0]$_DFF_PN0_" \
    rr_worst_depth 5 \
    overflow 0 \
    grt_pass1_vias 352 \
    rsz0062_at_grt "false" \
    synth_warnings 1 \
    finClkSkew_ns 0.000270 \
    final.setup.tns_ns 0 \
    power_density_nw_per_um2 1200 \
    hold_viol_final 0 \
    syn_inst 33 \
    p_leak_nw 0.204 \
    cts-hold-fix-buffers 0 \
    rows 21 \
    cts_tree "yes" \
    placed_cells 85 \
    fin_cells 92 \
    synthTopCellsByArea "dfrtp_1 35%, xnor2_1 12%, xor2_1 9.8%" \
    worst_pin_slew_ns 0.398 \
    antenna_found_initial 0 \
    r2r_slack_ns 0.94 \
    drive_above_1_share_pct 21.7 \
    drv_cap 0 \
    flop_cell "dfrtp_1" \
]
-- flip-flops by register name (all words and copies together), names as in the netlist --
register	flops
div_clk	1
counter	4
-- cells by family after synthesis --
logic type | after synthesis | synth area share, %
and+or+nand+nor | 11 | 20.3
xor gates and xnor gates | 9 | 22.0
DFF | 5 | 35.0
buffers and inverters | 3 | 5.25
muxes | 2 | 5.94
adders and majority gates | 2 | 6.99
AOI/OAI and AO/OA | 1 | 4.55
-- how the worst max path moves through the flow --
stage	cells past startpoint	to	start	slack (ns)
after global routing	4	o_div_clk	i_ref_clk	0.02
final	4	o_div_clk	i_ref_clk	0.07
after CTS	4	o_div_clk	i_ref_clk	0.04
-- metal layers --
metal / track usage (%) / vias to the layer above / share of wire [%]
li1: - / 136 / -
met3: 2.39 / 0 / 7.7
met4: 1.58 / 0 / 0
met5: 0 / - / 0
met2: 3.85 / 7 / 46
met1: 2.94 / 130 / 46
-- cell type report --
cell class              instances  area (um^2)
fillers                       392         2890
multi-input cells              25          214
flip-flops and latches          5          125
repair buffers                  6         60.1
clock buffers                   8         58.8
well taps                      46         57.6
inverters                       2         7.51
-- cells in the final DEF (no fill, tap or decap) --
| cell | count |
|---|---|
| and2b_1 | 1 |
| clkbuf_1 | 1 |
| clkbuf_4 | 6 |
| clkdlybuf4s15_1 | 1 |
| clkdlybuf4s50_1 | 6 |
| dfrtp_1 | 5 |
| ha_1 | 2 |
| inv_1 | 2 |
| mux2_2 | 1 |
| mux2i_1 | 1 |
| nand2b_1 | 1 |
| nand3_1 | 1 |
| nand4_1 | 1 |
| nor2_1 | 3 |
| nor2b_1 | 1 |
| nor3_2 | 1 |
| nor3b_1 | 1 |
| nor4_2 | 1 |
| o41ai_2 | 1 |
| xnor2_1 | 5 |
| xor2_1 | 4 |
-- report_power, final --
group / internal [mW] / switching, mW
Sequential: 0.131 / 0.0692
Clock: 0.142 / 0.0499
Combinational: 0.127 / 0.107
Total: 0.399 / 0.226
-- through the flow --
stage | util, % | hold WS (ns) | setup slack (ns) | total power [mW] | area (um^2)
global route | 15.3 | 0.367 | 0.0238 | 0.706 | 523
CTS | 15.3 | 0.351 | 0.0412 | 0.646 | 523
detailed placement | 13.9 | 0.578 | 0.0979 | 0.467 | 474
finish | 15.3 | 0.358 | 0.0708 | 0.626 | 523
floorplan | - | 0.184 | 0.500 | 0.409 | 358
global placement | 13.9 | 0.571 | 0.0979 | 0.458 | 474
-- timing repair --
item	in CTS	in global routing
endpoints found under the setup margin	1	0
buffers inserted	0	0
resized	2	0
-- critical path, stage by stage --
cell             delay [ns]
clkbuf_4               0.11
clkbuf_4               0.12
mux2_2                 0.25
clkdlybuf4s15_1        0.17
No activity file was given, so power comes from the tool's default toggle rates.
