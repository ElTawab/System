[design/flow/design.v]
module REG
 (
    input  wire WrEN,
    input  wire RdEN,
    input  wire RST,
    input  wire clk,
    input  wire  [3:0] Address,
    input  wire  [7:0] WrData,  
    output reg   [7:0] RdData,
    output   reg   RdData_VLD,
    output   wire   [7:0]  REG0,
    output   wire   [7:0]  REG1,
    output   wire   [7:0]  REG2,
    output   wire   [7:0]  REG3
);
    reg [15:0] memory [7:0];        
    always @(posedge clk or negedge RST) 
	  begin
	    if(!RST)
	      begin
	        RdData_VLD <= 1'b0 ;
	        RdData     <= 1'b0 ;
	        memory [0] <= 8'd0;
	        memory [1] <= 8'd0;
	        memory [2] <= 'b001000_01 ;
	        memory [3] <= 'b0000_1000 ;
	        memory [4] <= 8'd0;
	        memory [5] <= 8'd0;
	        memory [6] <= 8'd0;
	        memory [7] <= 8'd0;
	        end
	        else
	          begin
      if(WrEN && !RdEN) 
		  begin
            memory[Address] <= WrData;
		  end
		else if (RdEN && !WrEN)
          begin
            RdData <= memory[Address]; 
            RdData_VLD <= 1'b1 ;
          end
        else
          RdData_VLD <= 1'b0 ;
        end
       end
assign REG0 = memory[0] ;
assign REG1 = memory[1] ;
assign REG2 = memory[2] ;
assign REG3 = memory[3] ;
endmodule
[design/flow/run.sh]
#!/bin/bash
# OpenROAD 26Q1-2900-gdf79404cd8, Yosys 0.63+post, stock flow scripts
make -C /OpenROAD-flow-scripts/flow DESIGN_CONFIG=/design/flow/config.mk WORK_HOME=/design/flow/orfs finish
[design/flow/config.mk]
export PLATFORM = sky130hd
export DESIGN_NAME = REG
export DESIGN_NICKNAME = REG
export VERILOG_FILES = /design/flow/design.v
export SDC_FILE = /design/flow/constraint.sdc
export NUM_CORES = 4
export LEC_CHECK = 1
export CORE_UTILIZATION = 30
[design/flow/constraint.sdc]
current_design REG

set clk_period 1.2
set clk_io_pct 0.2

create_clock -name clk0 -period $clk_period [get_ports {clk}]

set non_clock_inputs [all_inputs -no_clocks]
set_input_delay [expr $clk_period * $clk_io_pct] -clock clk0 $non_clock_inputs
set_output_delay [expr $clk_period * $clk_io_pct] -clock clk0 [all_outputs]
==> changes_impl.md <==
### Metrics

* Status: finished with violations
* Failing checks: negative hold slack, negative setup slack
* Headroom to the max-slew limit at 0.737
* Worst-path clk slew at roughly 0.07 ns
* Switching power at ~1.9 mW
* Placed Area at roughly 4400 um^2
* CTS Buf Count at 9
* Power density cells at between 1000 and 1500 nW/um^2
* Die Wd at 108 um
* Adder-cell share of the synthesized area at 0
* Clock sinks at 73
* Flops & latches, synth at about 73
* Fin crit share at 1.04
* Final Hold Fails at roughly 70
* Worst path arrival time at 1.48 ns
* Site row count at 38
* Distinct lib cells at 27
* Post-route setup slack at -0.0503 ns
* Iter 0 DRT Violations at 105
* Kind of end point of the critical path: flop
* Lkg Pwr at 2.26 nW
* Simple-Gate Area Share at 0.0794
* Remaining antenna violation count at 0
* Core box area at between 10000 and 15000 um^2
* HPWL Detailed at around 5.5 mm
* Vias in the first global route at 2383
* DP Worst Slack at -0.703 ns
* Die Size at 11600 um^2
* Yosys Instances at between 200 and 250
* H-tree depth at 3
* Synthesized-area fraction occupied by ao, oa, aoi and oai cells at 0.0603
* Sw Share at 0.265
* Skew final at between 0.009 and 0.01 ns
* Largest net degree at the start of global routing at 74
* Peak VDD IR at 0.000632 V
* Worst R2R Setup Slack at -0.05 ns
* First-pass GRT wire length at approximately 13 mm
* Fin. max-slew vios at 0
* ANT cells at 0
* Total grt overflow at 0
* Combinational fraction of design power at 0.306
* Yosys stat chip area at about 3300 um^2
* Post-Syn Area per Cell at approximately 14 um^2
* Layout fillers at 986
* Largest area contributor in the synthesized netlist: dfrtp_1
* Placer Congestion at slightly below 0.8
* CP max FO at 2
* Clk latency of the worst-skew pair at roughly 0.34 ns
* DRT Pass-1 Iters at 4
* Port Buffers at between 50 and 60
* Final Critical Period at 1.25 ns
* Layout cells sized above 1 at 0.559
* Hold_ws at -0.0874 ns
* Total routed wirelength at 8.54 mm
* Comb area leader: multiplexers
* CP Launch Type: flop
* CTS root buffer: clkbuf_8
* Synthesized area at approximately 3300 um^2
* Initial antenna violation count at 0
* Vias post-DR at about 2400
* Cell area after layout at roughly 5000 um^2
* Init Core Util at 0.308
* Commonest cells after routing, fill and taps aside: dfrtp_1, mux2_2, buf_4
* Die height at about 110 um
* Internal power at between 5 and 6 mW
* Boundary Pins at approximately 57
* All-Layer GR Usage at 0.159
* Tool warnings at 31
* Clock buffer depth at 2
* Hold Path Class: input pin to asynchronous set/reset pin
* Peak Freq at between 700 and 800 MHz
* Commonest Layout Cell: dfrtp_1
* DR WL/cell at 17.0 um
* Yosys xor share at 0
* Critical Path RT at 1.43 ns
* Reg power frac at 0.468
* DRC errors left at 0
* CTS tree: done
* Mapped Cells at roughly 240
* Seq share, synth at 0.548
* Unrepaired setup endpoints after global routing: yes
* Endpoints failing setup at 5
* Top cell area share at 0.524
* Ys Warns at 2
* Crit Path Class: flop to flop
* Drt via density at about 4.7
* Synth mux share at 0.288
* Max-cap viol count at 0
* Biggest area cells: dfrtp_1, mux2_2, mux2i_1, o22ai_1, dfstp_2
* Clk network pwr share at 0.226
* Tightest Pin Transition at 0.394 ns
* P&R area growth vs syn at 48.5%
-- final cells by class --
type / instances / area, um^2 / area share
multi-input cells: 155 / 1690 / 0.341
clock buffers: 14 / 153 / 0.0308
repair buffers: 120 / 1100 / 0.223
clock inverters: 1 / 5.00 / 0.00101
well taps: 140 / 175 / 0.0353
flip-flops and latches: 73 / 1830 / 0.369
-- worst paths after layout --
path | startpoint | end | cells after the start
min in group clk0 | RdEN | RdData_VLD$_DFFE_PN0N_ | 4
min | RST | RdData[5]$_DFFE_PN0P_ | 2
max in group asynchronous | RST | memory[3][3]$_DFFE_PN1P_ | 2
min reg2reg | RdData_VLD$_DFFE_PN0N_ | RdData_VLD$_DFFE_PN0N_ | 2
max reg2reg | memory[3][7]$_DFFE_PN0P_ | RdData[7]$_DFFE_PN0P_ | 5
max | memory[3][7]$_DFFE_PN0P_ | RdData[7]$_DFFE_PN0P_ | 5
-- power groups by stage --
stage	clock network [mW]	logic, mW	registers [mW]
4_1_cts	1.68	2.08	3.36
5_1_grt	1.78	2.40	3.46
6_report	1.63	2.21	3.38
-- through the flow --
| step | cells | utilization | power [mW] | setup TNS (ns) | hold WS [ns] |
|---|---|---|---|---|---|
| 2_1_floorplan | 242 | - | 4.16 | -3.12 | -0.0556 |
| 5_1_grt | 503 | 0.458 | 7.64 | -0.507 | -0.0731 |
| 3_3_place_gp | 452 | 0.403 | 5.19 | -45.45 | 0.304 |
| 3_5_place_dp | 452 | 0.403 | 5.22 | -45.14 | 0.306 |
| 6_report | 503 | 0.458 | 7.22 | -0.125 | -0.0874 |
| 4_1_cts | 501 | 0.446 | 7.13 | -0.158 | -0.0714 |
-- state kept, by name (all words and copies together) (netlist names) --
name	cells
RdData	8
RdData_VLD	1
memory	64
-- cell families (layout without fill, tap and decap cells) --
family	count (synthesis)	count (layout)
AND-OR/OR-AND	31	31
buffers and inverters	14	135
flip-flops	73	73
multiplexers	88	88
AND/OR/NAND/NOR	36	36
-- metal layers --
| metal | global-route usage | vias up | part of all wire |
|---|---|---|---|
| met3 | 0.0506 | 4 | 0.065 |
| met1 | 0.257 | 1191 | 0.47 |
| li1 | - | 1128 | - |
| met5 | 0 | - | 0 |
| met4 | 0.0117 | 0 | 0.0054 |
| met2 | 0.224 | 64 | 0.46 |
-- critical path, cell delays in order (launching register included) --
cell,delay [ns]
dfrtp_1,0.41
buf_6,0.13
mux2i_1,0.15
o2bb2ai_1,0.13
o221ai_1,0.13
a22o_1,0.19
-- Yosys cell counts --
master,n
o21ai_0,7
mux2i_1,23
nor2_1,3
dfrtp_1,70
o2bb2ai_1,1
o221ai_1,1
buf_4,6
dfstp_2,3
o22ai_1,14
nand2b_1,3
nand3_4,1
nor2_4,1
nand3_1,2
buf_2,6
nor2_2,1
clkbuf_1,2
a211oi_1,7
nor2b_1,1
nor3b_4,1
or3_1,1
nand2_2,3
nor3b_1,7
a22o_1,1
nor2b_4,1
nand3b_4,2
mux2_2,65
nand2_1,9
-- timing repair --
item | in CTS | in global routing
gates cloned | 0 | 1
endpoints found under the hold margin | 70 | 70
pin swaps | 8 | 14
buffers inserted | 34 | 1
endpoints found under the setup margin | 113 | 51
gates resized | 118 | 46
Power figures rest on the tool's default switching activity, not on a simulated workload.
